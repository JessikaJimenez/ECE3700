===== design.v =====
module CarryAdder (
	input wire ci_1,
	input wire x, 
	input wire y, 
	input wire cin, 
	input wire gin, 
	input wire pin, 
	output wire gout, 
	output wire pout, 
	output wire cout,
	output wire s,
	output wire ci_1out
	);
	assign p = x | y;
	assign g = x & y;
	assign c = g | (p & gin) | (p & pin & ci_1);
	assign gout = g;
	assign pout = p;	
	assign cout = c;
	assign s = x ^ y ^ cin;
	assign ci_1out = cin;
endmodule
module EightBitAdder (
	input wire [7:0] x, 
	input wire [7:0] y, 
	output wire [7:0] s, 
	output wire cout);
	wire cout_1;
	FourBitCarryAdder adder1 (.x(x[7:4]), .y(y[7:4]), .cin(1'b0), .s(s[7:4]), .cout(cout_1));
	FourBitCarryAdder adder2 (.x(x[3:0]), .y(y[3:0]), .cin(1'b0), .s(s[3:0]), .cout(cout));
endmodule
module FourBitCarryAdder (
	input wire [3:0] x, 
	input wire [3:0] y, 
	input wire cin, 
	output wire [3:0] s, 
	output wire cout);
	wire c_1, c_2, c_3, c_4;
	wire gout1, gout2, gout3;
	wire pout1, pout2, pout3;
	wire cout1, cout2, cout3;
	CarryAdder adder1(.ci_1(1'b0), .x(x[0]), .y(y[0]), .cin(1'b0),  .gin(1'b0),  .pin(1'b0),  .gout(gout1), .pout(pout1), .cout(cout1), .s(s[0]), .ci_1out(c_1));   
	CarryAdder adder2(.ci_1(c_1),  .x(x[1]), .y(y[1]), .cin(cout1), .gin(gout1), .pin(pout1), .gout(gout2), .pout(pout2), .cout(cout2), .s(s[1]), .ci_1out(c_2));  
	CarryAdder adder3(.ci_1(c_2),  .x(x[2]), .y(y[2]), .cin(cout2), .gin(gout2), .pin(pout2), .gout(gout3), .pout(pout3), .cout(cout3), .s(s[2]), .ci_1out(c_3));  
	CarryAdder adder4(.ci_1(c_3),  .x(x[3]), .y(y[3]), .cin(cout3), .gin(gout3), .pin(pout3), .gout(gout),  .pout(pout),  .cout(cout),  .s(s[3]), .ci_1out(c_4));  
endmodule

===== run.sh =====
#!/bin/bash
# OpenROAD 26Q1-2900-gdf79404cd8, Yosys 0.63+post, stock flow scripts
make -C /OpenROAD-flow-scripts/flow DESIGN_CONFIG=/design/flow/config.mk WORK_HOME=/design/flow/orfs finish

===== config.mk =====
export PLATFORM = sky130hd
export DESIGN_NAME = EightBitAdder
export DESIGN_NICKNAME = EightBitAdder
export VERILOG_FILES = /design/flow/design.v
export SDC_FILE = /design/flow/constraint.sdc
export NUM_CORES = 4
export LEC_CHECK = 1
export CORE_AREA = 10 10 70 70
export DIE_AREA = 0 0 80 80

===== constraint.sdc =====
current_design EightBitAdder

set clk_period 2.2
set clk_io_pct 0.2

create_clock -name clk0 -period $clk_period

set non_clock_inputs [all_inputs -no_clocks]
set_input_delay [expr $clk_period * $clk_io_pct] -clock clk0 $non_clock_inputs
set_output_delay [expr $clk_period * $clk_io_pct] -clock clk0 [all_outputs]

==> results.tsv <==
stage	metric	value	unit
global_routing	antenna_found_initial	0	
drt	route.met2.wl	530	um
worst_setup_path	crit_type	primary input to primary output	
layout	flops	0	
placement	gp_congestion	0.709	
yosys	top_area_frac	0.377	
worst_setup_path	cpMostUsedCell	dlygate4sd2_1	
floorplanning	core-area	3420	um2
drt	detail-route-antenna-nets	0	
power_and_ir_drop	power.density	175	nW/um2
drt	drtPass1Iterations	2	
global_routing	grt_max_degree	4	
drt	met1_length	382	um
drt	drc_errors	0	
yosys	yosys.cell_types.count	13	
worst_setup_path	crit_path_max_fanout	2	
placement	dp_hpwl	874	um
worst_setup_path	path_cells	dlygate4sd2_1 > ha_2 > fa_2 > buf_6 > xor2_1 > dlygate4sd2_1	
floorplanning	io-pin-count	25	
sta	tns	0	ns
floorplanning	die_w	80	um
worst_setup_path	crit_required	1.76	ns
drt	wl_met3	60	um
power_and_ir_drop	p_leak	0.381	nW
floorplanning	fp_util	0.116	
drt	maxUsedRoutingLayer	met3	
placement	port_buffers	25	
drt	wirelength	974	um
layout	layout_top_cell	dlygate4sd2_1	
yosys	yosys.area.top_type	ha_1	
clocking	holdBufCountCts	0	
floorplanning	die_area	6400	um2
run_status	status	complete, no violations	
drt	via_count	336	
sta	maxSlewViolCount	0	
layout	area_growth	81.8	%
sta	period_needed	2.15	ns
sta	hold_ws	1.41	ns
worst_setup_path	crit_path_end	s[2]	
sta	setup_viol	0	
sta	setup_ws	0.0526	ns
run	log.warning_count	40	
drt	drtIter0Drc	11	
sta	worst_pin_slew	0.208	ns
worst_setup_path	startpoint_type	primary input	
worst_setup_path	cp-end-kind	primary output	
power_and_ir_drop	peakVddDrop	0.0000275	V
drt	antenna_cells	0	
run	cap_viol_max_count	0	
sta	hold_viol	0	
placement	postPlaceCellArea	668	um2
yosys	synth.avg_cell_area	8.47	um2
placement	dp_slack	-0.411	ns
layout	seq_area	0	um2
worst_setup_path	crit_slowest_cell	fa_2	
layout	final_cell_area	723	um2
yosys	ys_seq_frac	0	
floorplanning	die_h	80	um
worst_setup_path	crit_start	x[0]	
global_routing	grt_pass1_vias	376	
drt	routedWlPerCell	8.40	um
layout	final_cell_mix	13 x dlygate4sd2_1, 8 x ha_1, 7 x inv_1	
yosys	ys_warn_count	5	
yosys	yosysChipArea	398	um2
yosys	netlist_area	398	um2
yosys	area_leaders	ha_1 38%, buf_4 15%, inv_1 12%, fa_1 10%, xnor2_1 6.6%	
yosys	ys_cells	47	
sta	grt_setup_unrepaired	false	
layout	nFillCells	372	
yosys	syn-instance-count	47	
floorplanning	placementRows	21	
layout	final_util	0.212	
global_routing	grt_overflow_total	0	
sta	fmaxAchievable	466	MHz
worst_setup_path	cpPeakStageDelay	0.36	ns
drt	viasPerCell	2.90	
global_routing	grt_pass1_wl	1620	um
sta	slew_headroom	0.861	
layout	drive_above_1_share	0.343	
global_routing	grt_usage	0.0289	
worst_hold_path	worst_hold_path_type	primary input to primary output	
layout	clkbuf_count	0	
sta	min_period_over_period	0.976	
worst_setup_path	crit_arrival	1.71	ns
[critical path: cells and delay by family]
kind	cells	cell delay, ns
buffers and inverters	3	0.59
xor gates and xnor gates	1	0.13
adders and majority gates	2	0.55
[through the flow]
stage	std cells	power, mW
final	116	0.127
after detailed placement	113	0.136
after global routing	116	0.144
after CTS	116	0.131
after floorplan	47	0.0708
after global placement	113	0.135
[cell families (layout without fill, tap and decap cells)]
group,Yosys count,in the layout,share of synthesized area
buffers and inverters,21,44,0.274
AND/OR/NAND/NOR,4,4,0.0692
adder cells (fa/ha/maj),14,14,0.478
AND-OR/OR-AND,3,3,0.0692
XOR/XNOR,5,5,0.110
[where the power goes]
group	leakage [nW]	internal [mW]	switching [mW]
logic	0.381	0.0826	0.0441
clock network	0	0	0
registers	0	0	0
[per-layer routing]
metal	vias up	track usage
li1	179	-
met1	152	0.0358
met2	5	0.0522
met3	0	0.00682
met4	0	0
met5	-	0
[layout make-up]
cell class / count / area, um2 / area share
inverter: 13 / 48.8 / 0.0675
multi-input combinational: 26 / 334 / 0.462
timing repair buffer: 31 / 283 / 0.391
tap: 46 / 57.6 / 0.0796
[cell usage after synthesis]
master    number
xor2_1         2
buf_4          8
xnor2_1        3
nor3_2         1
o21bai_1       1
ha_1          12
nor2_1         1
nor2b_1        1
fa_1           2
a221oi_2       1
a21oi_1        1
inv_1         13
nor3b_1        1
[timing repair]
item | CTS | global route
buffers inserted | 3 | 0
resized | 31 | 10
pin swaps | 12 | 6
setup endpoints to repair | 7 | 4
[how the worst min path moves through the flow]
stage,startpoint,endpoint,depth (start not counted)
4_1_cts,x[1],s[1],3
5_1_grt,x[6],s[7],5
6_report,x[6],s[7],5
No activity file was given, so power comes from the tool's default toggle rates.
