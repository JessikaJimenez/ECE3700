--- flow/run.sh ---
#!/bin/bash
# OpenROAD 26Q1-2900-gdf79404cd8, Yosys 0.63+post, stock flow scripts
make -C /OpenROAD-flow-scripts/flow DESIGN_CONFIG=/design/flow/config.mk WORK_HOME=/design/flow/orfs finish
--- flow/config.mk ---
export PLATFORM = sky130hd
export DESIGN_NAME = Lab3
export DESIGN_NICKNAME = Lab3
export VERILOG_FILES = /design/flow/design.v
export SDC_FILE = /design/flow/constraint.sdc
export NUM_CORES = 4
export LEC_CHECK = 1
export CORE_AREA = 10 10 70 70
export DIE_AREA = 0 0 80 80
--- flow/constraint.sdc ---
current_design Lab3

set clk_period 1.8
set clk_io_pct 0.2

create_clock -name clk0 -period $clk_period

set non_clock_inputs [all_inputs -no_clocks]
set_input_delay [expr $clk_period * $clk_io_pct] -clock clk0 $non_clock_inputs
set_output_delay [expr $clk_period * $clk_io_pct] -clock clk0 [all_outputs]
--- flow/design.v ---
module Lab3 (
	input wire[3:0] A, B,
	input wire c,
	output reg[3:0] F
	);
	reg[3:0] aMinb;
	always @(aMinb, A, B, c) begin	
		aMinb = A - B;
		if (c == 1'b1) begin
			if (aMinb == 4'b0000) begin
				F = 3'b010;   
			end
			if (A[3] == 1 && B[3] == 0) begin
				F = 3'b001;   
			end
			else if (A[3] == 0 && B[3] == 1) begin
				F = 3'b100;    
			end
			else if (A[3] == B[3] && A[3] == 1) begin
				if (aMinb[3] == 1) begin
					F = 3'b001;   
				end
				else begin
					F = 3'b100;   
				end	
			end
			else begin
				if (A[3] == B[3] && A[2] == B[2] && A[1] == B[1] && A[0] == B[0]) begin
					F = 3'b010;   
				end
				else if (aMinb[3] == 1) begin
					F = 3'b001;   
				end
				else if (aMinb[3] == 0)begin
					F = 3'b100;   
				end
			end
		end	
		else begin
			if (A > B) begin
				F = 3'b100;   
			end
			else if (A < B) begin
				F = 3'b001;   
			end
			else begin
				F = 3'b010;   
			end
		end
	end
endmodule
==> reports/results.tsv <==
metric	value	unit
combinationalPowerShare	93.7	%
cts_setup_buffers	0	
first_global_vias	304	
gp_congestion	0.748	
async_flop_share	0	%
synth_cell_types	18	
pwr-share-clk	0	%
grt_first_pass_wirelength	1300	um
synth_area	274	sq um
edf_count	0	
port_buffers	12	
critPathSlowestCell	a311o_1	
drc_errors	0	
setup_viol	3	
finalSetupTns	-0.958	ns
cts_hold_buffers	0	
layout.cells.most_common	buf_2	
worst_slack	-0.414	ns
cp-endpoint	F[0]	
yosys_cells	37	
violations	setup timing	
crit_family	AND-OR/OR-AND gates	
crit_cells	9	
min_period_over_period	123	%
wl	807	um
untimed_endpoints	3	
synth_flop_count	3	
globalRouteOverflowTotal	0	
startpoint_type	primary input	
power_density	244	nW/um^2
path_max_fanout	2	
p_leak	0.230	nW
grt_use_total	2.38	%
first_iter_violations	0	
crit_chain	buf_8 > inv_12 > ha_4 > nand2b_4 > a311o_1 > o21ai_2 > a22o_2 > dlxtn_1 > buf_2	
dp_hpwl	645	um
drive_gt1_share	58.8	%
yosys_area	274	sq um
grt_max_degree	7	
ioPinCount	13	
num_vias	288	
ys_warn_count	1	
required	1.44	ns
cp-end-kind	output port	
placementRows	21	
synthFlopType	dlxtn_1	
warnings	37	
wl_per_cell	8.32	um
drtAntennaViolNets	0	
cp_num_buf_inv	3	
status	finished with violations	
peakVddDrop	88.2	uV
synthCells	37	
intPower	0.0794	mW
worstSetupPathType	in -> out	
lay_top_cells	buf_2 (6), conb_1 (4), nor2_1 (4), ha_4 (4), buf_8 (4)	
cp.arrival	1.85	ns
critPathMaxStageDelay	0.39	ns
fmax	452	MHz
drt_first_pass_iters	1	
die-height	80	um
syn_area_per_cell	7.41	sq um
switching_share	43.5	%
largest_register_ffs	3	
die-area	6400	sq um
finalHoldViolCount	0	
critical_path.startpoint	B[1]	
slew_violations	0	
unclocked_regs	3	
fin_crit	2.21	ns
grt_setup_unrepaired	true	
antenna_found_initial	0	
seqPwrFrac	6.3	%
drv_cap	0	
fillerInstances	392	
post_drt_via_cell_ratio	2.97	
area_growth_syn_to_layout	111	%
core-area	3420	sq um
p_sw	0.0612	mW
fp_util	8.02	%
fp.dieW	80	um
antennaDiodeCount	0	
## repair_timing
| action | CTS | global route |
|---|---|---|
| gates resized | 56 | 9 |
| endpoints found under the setup margin | 3 | 3 |
| pin swaps | 14 | 10 |
## power by group through the flow
stage / logic [mW] / clock network (mW) / registers [mW]
CTS: 0.117 / 0 / 0.00893
global route: 0.146 / 0 / 0.00897
finish: 0.132 / 0 / 0.00882
## cell type report
type	count	area (sq um)	share of cell area, %
Multi-Input combinational cell	30	328	56.8
Timing Repair Buffer	12	104	18.0
Tap cell	46	57.6	9.98
Sequential cell	3	45.0	7.81
Inverter	6	42.5	7.38
## layer usage
layer,GRT usage [%],part of all wire (%)
met4,0,0
met3,0.568,5.3
met2,4.09,55
met1,3.11,40
met5,0,0
## through the flow
step / area (sq um) / instances / worst slack, ns / util (%) / total power, mW
floorplan: 358 / 40 / -0.0948 / - / 0.0724
global placement: 528 / 97 / -1.28 / 15.5 / 0.114
detailed placement: 528 / 97 / -1.32 / 15.5 / 0.116
CTS: 542 / 97 / -0.448 / 15.9 / 0.126
global route: 577 / 97 / -0.483 / 16.9 / 0.155
finish: 577 / 97 / -0.414 / 16.9 / 0.141
## cell usage after synthesis, types with 2 or more instances
master    count  area, sq um
a21oi_1       3         15.0
nor2_1        4         15.0
inv_1         6         22.5
ha_1          6         75.1
nand2b_1      2         12.5
nand3b_1      2         15.0
dlxtn_1       3         45.0
## logic make-up (layout without fill, tap and decap cells)
| kind of cell | count (synthesis) | in the layout | share of synthesized area [%] |
|---|---|---|---|
| latches | 3 | 3 | 16.4 |
| buffers and inverters | 7 | 18 | 11.0 |
| other | 1 | 4 | 1.37 |
| AND/OR/NAND/NOR | 11 | 11 | 21.9 |
| AND-OR/OR-AND | 9 | 9 | 21.9 |
| adder cells (fa/ha/maj) | 6 | 6 | 27.4 |
Power and IR drop assume default switching activity.
